==> design/flow/design.v <==
module UART(
  input           ipClk,
  input           ipReset,
  input      [7:0]ipTxData,  
  input           ipTxSend,   
  output reg      opTxBusy,   
  output reg      opTx,		  
  input           ipRx,		 
  output reg [7:0]opRxData,  
  output reg      opRxValid   
);
reg rst;
reg rx;
reg [3:0] rx_cnt;
reg [3:0] tx_cnt;
reg [9:0] clk_cnt;
reg [9:0] clk_cnt2;
reg [7:0] txData;
typedef enum {
	off,
	on,
	start,
	stop
	} STATE;
STATE rx_state;
STATE tx_state;
always @(posedge ipClk) begin
	rst <= ipReset;
	rx <= ipRx;
	if (rst) begin
		opRxValid <= 1'b0;
		opTxBusy <= 1'b0;
		opTx <= 1'b1;
		rx_state <= off;
		tx_state <= off;
	end
	else begin
		case(tx_state)
			off: begin
					if (ipTxSend) begin
						tx_cnt <= 4'd8;
						clk_cnt <= 10'd433;
						tx_state <= start;
						opTxBusy <= 1'b1;
						txData <= ipTxData;
					end
					else begin
						opTxBusy <= 1'b0;
						opTx <= 1'b1;
					end
				end
			start: begin
					if (clk_cnt != 0) begin
						opTx <= 1'b0;
						clk_cnt <= clk_cnt - 1'b1;
					end
					else tx_state <= on;
				end
			on: begin 
					if ((clk_cnt == 0) && (tx_cnt != 0)) begin
						opTx <= txData[0]; 
						txData <= txData>>1;
						tx_cnt <= tx_cnt - 1'b1;
						clk_cnt <= 10'd433;
					end
					else if ((clk_cnt == 0) && (tx_cnt == 0)) begin
						clk_cnt <= 10'd433;
						opTx <= 1'b1;
						tx_state <= stop;
					end
					else clk_cnt <= clk_cnt - 1'b1;
				end
			stop: begin
					if (clk_cnt == 0) begin
						tx_state <= off;
						opTxBusy <= 1'b0;
					end
					else begin
						opTx <= 1'b1;
						clk_cnt <= clk_cnt - 1'b1;
					end
				end
			default: tx_state <= off;
		endcase
		case(rx_state)
			off: begin
					opRxValid <= 1'b0; 
					if (rx == 0) begin
						clk_cnt2 <= 10'd649;
						rx_cnt <= 4'd8;
						rx_state <= start;
					end
				end
			start: begin
						if ((rx == 0) && (clk_cnt2 > 10'd218)) clk_cnt2 <= clk_cnt2 - 1'b1;
						else if ((rx == 0) && (clk_cnt2 == 10'd218)) rx_state <= on;
						else rx_state <= off;
					end
			on: begin
					if ((clk_cnt2 == 0) && (rx_cnt != 0)) begin
						rx_cnt <= rx_cnt - 1'b1;
						opRxData <= {rx, opRxData[7:1]}; 
						clk_cnt2 <= 10'd433;
					end
					else if ((clk_cnt2 == 0) && (rx_cnt == 0)) begin
						opRxValid <= 1'b1;
						rx_state <= off;
					end
					else clk_cnt2 <= clk_cnt2 - 1'b1;
				end
			default: rx_state <= off;
		endcase
	end
end
endmodule
==> design/flow/run.sh <==
#!/bin/bash
# OpenROAD 26Q1-2900-gdf79404cd8, Yosys 0.63+post, stock flow scripts
make -C /OpenROAD-flow-scripts/flow DESIGN_CONFIG=/design/flow/config.mk WORK_HOME=/design/flow/orfs finish
==> design/flow/config.mk <==
export PLATFORM = sky130hd
export DESIGN_NAME = UART
export DESIGN_NICKNAME = UART
export VERILOG_FILES = /design/flow/design.v
export SDC_FILE = /design/flow/constraint.sdc
export NUM_CORES = 4
export LEC_CHECK = 1
export CORE_UTILIZATION = 40
==> design/flow/constraint.sdc <==
current_design UART

set clk_period 4.0
set clk_io_pct 0.2

create_clock -name clk0 -period $clk_period [get_ports {ipClk}]

set non_clock_inputs [all_inputs -no_clocks]
set_input_delay [expr $clk_period * $clk_io_pct] -clock clk0 $non_clock_inputs
set_output_delay [expr $clk_period * $clk_io_pct] -clock clk0 [all_outputs]
==> run_results.csv <==
group,metric,value,unit
final_layout,syn_to_final_growth,15.8,%
sta,slew_headroom,44.5,%
cts,cts-root-buf,"clkbuf_8",
setup_path,reg2reg_to,"opRxData[7]",
floorplanning,die_w,84.0,um
sta,fin_skew,0.00650,ns
cts,clk_pin_slew_worst_paths,0.09,ns
cts,clock_latency,0.30,ns
global_route,grt_pass1_vias,1696,
yosys,ff_type,"edfxtp_1",
detailed_routing,totalWireLength,4610,um
yosys,synth_cells,238,
cts,tritoncts,"built",
setup_path,cp-start-kind,"register",
setup_path,rr_worst_depth,4,
yosys,top_cell,"edfxtp_1",
detailed_routing,antennaDiodeCount,0,
power,swShare,21.4,%
sta,fmax,386,MHz
global_route,grt_max_degree,22,
detailed_routing,drc,8,
power,seqPwrFrac,60.1,%
cts,cts-hold-fix-buffers,0,
detailed_routing,drtAntennaViolNets,0,
sta,tns,0,ns
yosys,edf_count,44,
setup_path,critical_path_required,3.94,ns
yosys,synth_area,2690,um2
yosys,common_cells,"edfxtp_1 (44), nand2_1 (18), inv_1 (17), nor2_1 (17), a21oi_1 (13)",
detailed_routing,drtIter0Drc,100,
min_path,min_path_type,"reg2reg",
power,cellPowerDensity,358,nW/um2
setup_path,cp_slowest_stage_delay,0.64,ns
setup_path,r2r-start,"clk_cnt2[4]",
sta,min_period,2.59,ns
min_path,min_path_cells,0,
yosys,ys_chip_area,2690,um2
status,status,"complete, but fails checks",
setup_path,end_kind,"register",
final_layout,drive_above_1_share,9.09,%
final_layout,final_cells,341,
min_path,min-delay-start,"opRxData[1]",
power,clockPowerShare,32.7,%
setup_path,crit_family,"simple AND/OR/NAND/NOR gates",
power,combinationalPowerShare,7.2,%
cts,clkSinkCount,56,
global_route,grtUsageTotal,14.4,%
detailed_routing,vias,1821,
detailed_routing,post_drt_wl_per_cell,13.5,um
floorplanning,row_count,29,
sta,finalHoldViolCount,0,
detailed_routing,vias_per_cell,5.34,
global_route,antenna_found_initial,0,
cts,cts_setup_buffers,0,
detailed_routing,drtPass1Iterations,46,
power,power.total,1.11,mW
sta,grt_setup_unrepaired,"no",
setup_path,worstSetupPathType,"reg2reg",
yosys,avgSynthCellArea,11.3,um2
setup_path,worstPathMaxFanout,8,
cts,cts_resized,0,
setup_path,path_buffers,0,
sta,setup_viol,0,
global_route,grt_pass1_wl,7840,um
placed_design,hpwl,3270,um
placed_design,post-place-cells,333,
setup_path,cp.arrival,2.53,ns
sta,setup_slack,1.41,ns
floorplanning,num_io_pins,23,
power,p_leak,1.03,nW
yosys,ys_warn_count,1,
placed_design,gp_congestion,0.860,
placed_design,io_buffers,22,
setup_path,critPathSlowestCell,"nor4_1",
yosys,ys_types,44,
yosys,synth_area_leader_cell,"edfxtp_1",
floorplanning,die_h,84.0,um
status,violations,"design-rule violations",
sta,fin_crit_sh,64.8,%
run,maxCapViolCount,0,
sta,tightest_slew,0.830,ns
cts,ctsLongestPathBuffers,2,
cts,cts_max_level,2,
run,warnings,27,
yosys,async_flop_share,0,%
placed_design,pre_cts_slack,1.38,ns
setup_path,r2r_slack,1.41,ns
yosys,yosysSeqAreaShare,58.1,%
setup_path,path_cells,"nor4_1, and3_1, nand3_2, nor2_1",
setup_path,cp_num_cells,4,
power,intPower,875,uW
floorplanning,fp_util,41.9,%
yosys,ys_cells,238,
power,ir_worst_vdd,0.177,mV
floorplanning,core_area,6420,um2
yosys,ys_ff,56,
yosys,area_leaders,"edfxtp_1 (49%), dfxtp_1 (8.9%), xnor2_1 (3.3%)",
yosys,yosysTopAreaCellShare,49.1,%
global_route,grt_remaining_overflow,0,
power,switching_power,238,uW
min_path,hold_end,"opRxData[0]",
sta,maxSlewViolCount,0,
floorplanning,die_area,7050,um2
cts,cts_buffers,5,
sequential cells by signal, summed over array words and instances (netlist names), 3 cells and up:
| signal | count |
|---|---|
| clk_cnt | 10 |
| clk_cnt2 | 10 |
| opRxData | 8 |
| rx_cnt | 4 |
| rx_state | 3 |
| txData | 8 |
| tx_cnt | 4 |
| tx_state | 4 |
stage by stage:
| stage | hold slack, ns | area [um2] | utilization [%] |
|---|---|---|---|
| 2_1_floorplan | 0.400 | 2690 | - |
| 3_3_place_gp | 0.442 | 3000 | 46.7 |
| 3_5_place_dp | 0.435 | 3000 | 46.7 |
| 4_1_cts | 0.458 | 3110 | 48.5 |
| 5_1_grt | 0.479 | 3110 | 48.5 |
| 6_report | 0.455 | 3110 | 48.5 |
worst max path at each step:
stage | from | to | slack, ns
after CTS | clk_cnt2[4] | opRxData[7] | 1.40
after global routing | clk_cnt2[4] | opRxData[3] | 1.23
final | clk_cnt2[4] | opRxData[7] | 1.41
power by group through the flow:
stage | clock network, mW | registers, mW | logic [mW]
final | 0.364 | 0.670 | 0.0799
after global routing | 0.402 | 0.673 | 0.0901
after CTS | 0.381 | 0.670 | 0.0806
layer usage:
metal | track usage [%] | vias up | part of all wire (%)
met5 | 0 | - | 0
met1 | 25.8 | 846 | 53
met2 | 19.7 | 55 | 40
li1 | - | 916 | -
met3 | 3.21 | 4 | 5.6
met4 | 1.57 | 0 | 0.93
placed cells by master (no fill, tap or decap), types with 2 or more instances in the layout:
| master | synthesis | layout |
|---|---|---|
| edfxtp_1 | 44 | 44 |
| clkdlybuf4s50_1 | 0 | 22 |
| nand2_1 | 18 | 18 |
| inv_1 | 17 | 17 |
| nor2_1 | 17 | 17 |
| a21oi_1 | 13 | 13 |
| dfxtp_1 | 12 | 12 |
| xnor2_1 | 10 | 10 |
| nor3_1 | 9 | 9 |
| mux2_2 | 7 | 7 |
| nor2b_1 | 7 | 7 |
| xor2_1 | 6 | 6 |
| o21ai_0 | 6 | 6 |
| ha_1 | 6 | 6 |
| nor4_1 | 5 | 5 |
| nand3_1 | 5 | 5 |
| clkbuf_8 | 0 | 5 |
| or4_1 | 3 | 3 |
| nand3b_1 | 3 | 3 |
| or3_1 | 3 | 3 |
| o31ai_1 | 3 | 3 |
| and2_1 | 3 | 3 |
| nor3b_1 | 3 | 3 |
| o22ai_1 | 3 | 3 |
| o211ai_1 | 3 | 3 |
| nand2b_1 | 3 | 3 |
| or3b_2 | 2 | 2 |
| nand4_1 | 2 | 2 |
| o21a_1 | 2 | 2 |
| a31oi_1 | 2 | 2 |
| buf_4 | 0 | 2 |
layout make-up:
class	count	area (um2)
tap	77	96.3
clock buffer	5	68.8
clock inverter	3	42.5
sequential	56	1560
fill	546	3310
inverter	17	63.8
multi-input combinational	159	1040
timing repair buffer	24	235
logic make-up (layout without fill, tap and decap cells):
| kind of cell | Yosys count | in the layout | synth area share, % |
|---|---|---|---|
| AOI/OAI and AO/OA | 42 | 42 | 10.1 |
| muxes | 7 | 7 | 2.93 |
| and+or+nand+nor | 88 | 88 | 17.7 |
| adders and majority gates | 6 | 6 | 2.79 |
| xor gates and xnor gates | 16 | 16 | 5.21 |
| buffers and inverters | 23 | 49 | 3.26 |
| DFF | 56 | 56 | 58.1 |
Power and IR drop assume default switching activity.
