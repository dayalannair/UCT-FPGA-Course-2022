--- flow/run.sh ---
#!/bin/bash
# OpenROAD 26Q1-2900-gdf79404cd8, Yosys 0.63+post, stock flow scripts
make -C /OpenROAD-flow-scripts/flow DESIGN_CONFIG=/design/flow/config.mk WORK_HOME=/design/flow/orfs finish
--- flow/config.mk ---
export PLATFORM = sky130hd
export DESIGN_NAME = counter
export DESIGN_NICKNAME = counter
export VERILOG_FILES = /design/flow/design.v
export SDC_FILE = /design/flow/constraint.sdc
export NUM_CORES = 4
export LEC_CHECK = 1
export CORE_AREA = 10 10 103 103
export DIE_AREA = 0 0 113 113
--- flow/constraint.sdc ---
current_design counter

set clk_period 5.5
set clk_io_pct 0.2

create_clock -name clk0 -period $clk_period [get_ports {ipClk}]

set non_clock_inputs [all_inputs -no_clocks]
set_input_delay [expr $clk_period * $clk_io_pct] -clock clk0 $non_clock_inputs
set_output_delay [expr $clk_period * $clk_io_pct] -clock clk0 [all_outputs]
--- flow/design.v ---
module counter(
	input ipClk,
	input ipnReset,
	output [7:0]opLED
);
reg [30:0] count = 0;
assign opLED = count[30:23];
always @(posedge ipClk) begin
	if (~ipnReset) count <= 0;
	else count++;
end
endmodule
==> flow_metrics.env <==
# physical design summary
export IMPL_status="finished, final reports clean"
export IMPL_drt_pass1_iterations=4
export IMPL_n_antenna_cell=0
export IMPL_ys_cells=174
export IMPL_power_frac_seq_pct=53.2
export IMPL_synthCells=174
export IMPL_vias_per_cell=4.50
export IMPL_synth_simple_area_share_pct=28.2
export IMPL_slowest_delay_ns=0.51
export IMPL_cp_start_kind="flop"
export IMPL_peakVddDrop_mv=0.0944
export IMPL_cp_data_arrival_time_ns=1.22
export IMPL_layout_top_cells="dfxtp_1, a21oi_1, o31ai_1, or4_1, nor2_1"
export IMPL_lay_top_count="dfxtp_1"
export IMPL_crit_required_ns=4.40
export IMPL_rsz0062_at_grt="no"
export IMPL_grt_pass1_wl_mm=5.46
export IMPL_ys_types=26
export IMPL_ys_sh_adder_pct=0.835
export IMPL_crit_path_cell_trace="clkdlybuf4s50_1"
export IMPL_mux_share_pct=0
export IMPL_tightest_slew_ns=0.474
export IMPL_synthToLayoutAreaGrowth_pct=14.9
export IMPL_cp_max_fo=7
export IMPL_drt_total_wl_mm=2.97
export IMPL_grt_max_degree=30
export IMPL_cts_path_max_buffers=2
export IMPL_setup_viol=0
export IMPL_vias=1255
export IMPL_worst_setup_path_end_kind="output pin"
export IMPL_intPower_uw=343
export IMPL_grt_antenna_before_repair=0
export IMPL_placed_area_um2=1620
export IMPL_crit_start="count[26]$_SDFF_PN0_"
export IMPL_stdcell_count=279
export IMPL_rr_endpoint="count[24]$_SDFF_PN0_"
export IMPL_setup_worst_path_end="opLED[3]"
export IMPL_r2r_cells=5
export IMPL_grt_ovfl_total=0
export IMPL_fin_crit_ns=2.32
export IMPL_ys_seq_share_pct=41.4
export IMPL_yosys_area_um2=1500
export IMPL_cts_sinks=31
export IMPL_slew_viol_final=0
export IMPL_log_warning_count=25
export IMPL_p_sw_uw=86.4
export IMPL_rows=33
export IMPL_dp_cells=271
export IMPL_largest_register_ffs=31
export IMPL_die_h_um=113
export IMPL_fin_area_um2=1720
export IMPL_finClkSkew_ns=0.00374
export IMPL_final_layout_size_suffix_gt1_share_pct=5.17
export IMPL_power_share_switching_pct=20.1
export IMPL_critPathSlowestCell="clkdlybuf4s50_1"
export IMPL_io_pin_count=10
export IMPL_dieArea_um2=12800
export IMPL_xor_share_pct=7.02
export IMPL_core_um2=8300
export IMPL_relSlewSlack_pct=68.3
export IMPL_port_buffer_count=9
export IMPL_postCtsSetupBuffers=0
export IMPL_post_cts_resized=0
export IMPL_place_congestion=0.741
export IMPL_dpl_hpwl_mm=1.96
export IMPL_min_period_over_period_pct=42.1
export IMPL_tritoncts="done"
export IMPL_drt_iter0_markers=84
export IMPL_synth_seq_cells=31
export IMPL_netlist_logic_family_top="simple AND/OR/NAND/NOR gates"
export IMPL_hp_class="reg -> reg"
export IMPL_cts_buffers=5
export IMPL_avgRoutedWirePerCell_um=10.7
export IMPL_cp_depth=1
export IMPL_largestRegisters="count: 31 flops"
export IMPL_cp_buffers_inverters=1
export IMPL_cpLargestDelayFamily="buffers and inverters"
export IMPL_h_tree_depth=2
export IMPL_p_leak_uw=0.000489
export IMPL_powerDensity_nw_per_um2=250
export IMPL_r2r_slack_ns=3.36
export IMPL_maxCapViolCount=0
export IMPL_syn_mean_instance_area_um2=8.61
export IMPL_hold_viol=0
export IMPL_fin_tns_setup_ns=0
export IMPL_grt_pass1_vias=1136
export IMPL_hold_buffers=0
export IMPL_gr_usage_all_layers_pct=4.87
export IMPL_die_w_um=113
export IMPL_ant_nets=0
export IMPL_cts_clk_slew_worst_paths_ns=0.06
export IMPL_aoi_share_pct=14.2
export IMPL_clkPwrFrac_pct=45.0
export IMPL_cts_root_buf="clkbuf_8"
export IMPL_fp_util_pct=18.0
export IMPL_r2r_start="count[0]$_SDFF_PN0_"
export IMPL_power_frac_comb_pct=1.8
export IMPL_largest_register="count"
export IMPL_fmax_mhz=432
export IMPL_synth_area_um2=1500
export IMPL_yosys_warnings=1
export IMPL_clkLatencyLatePin_ns=0.28
export IMPL_crit_type="reg -> out"
export IMPL_drcViolationCount=0
power groups by stage:
stage / logic [µW] / clock network, µW / registers (µW)
4_1_cts: 7.68 / 200 / 229
5_1_grt: 8.90 / 212 / 229
6_report: 7.57 / 194 / 229
metrics by stage:
| stage | setup slack [ns] | util, % | total power, µW | hold slack (ns) |
|---|---|---|---|---|
| floorplan | 3.58 | - | 238 | 0.438 |
| global placement | 3.39 | 19.5 | 241 | 0.461 |
| detailed placement | 3.37 | 19.5 | 241 | 0.472 |
| CTS | 3.16 | 20.7 | 436 | 0.483 |
| global route | 3.08 | 20.7 | 450 | 0.507 |
| finish | 3.18 | 20.7 | 430 | 0.480 |
per-layer routing:
| metal | vias up | GRT usage [%] | share of wire, % |
|---|---|---|---|
| li1 | 637 | - | - |
| met1 | 589 | 7.36 | 56 |
| met2 | 27 | 6.34 | 38 |
| met3 | 2 | 1.98 | 5.3 |
| met4 | 0 | 0.761 | 0.77 |
| met5 | - | 0 | 0 |
cell families after synthesis:
family	count (synthesis)
adders and majority gates	1
DFF	31
and+or+nand+nor	73
AOI/OAI and AO/OA	34
buffers and inverters	23
xor gates and xnor gates	12
cell usage after synthesis (all sizes together):
master	instances	area, µm²
and2	1	6.26
a21oi	16	80.1
dfxtp	31	621
or4	16	124
nand4	10	62.6
nand3	12	60.1
o21ai	1	5.00
or3	2	12.5
o31ai	15	113
and4	6	52.6
nor3	1	5.00
inv	5	18.8
ha	1	12.5
o21a	2	15.0
xor2	9	78.8
clkbuf	7	26.3
nor4	1	6.26
and3	1	6.26
nor2	13	48.8
xnor2	3	26.3
nand2	10	37.5
buf	11	80.1
worst min path at each step:
stage / from / endpoint / depth (start not counted)
final: count[20]$_SDFF_PN0_ / count[20]$_SDFF_PN0_ / 2
after global routing: count[25]$_SDFF_PN0_ / count[25]$_SDFF_PN0_ / 2
after CTS: count[20]$_SDFF_PN0_ / count[20]$_SDFF_PN0_ / 2
area by class of cell:
type,count,area (µm²)
well taps,105,131
clock buffers,8,100
flip-flops and latches,31,621
repair buffers,10,97.6
multi-input cells,120,752
inverters,5,18.8
fillers,893,6580
Power is estimated from default activity; no workload was simulated.
